==> flow/run.sh <==
#!/bin/bash
# OpenROAD 26Q1-2900-gdf79404cd8, Yosys 0.63+post, stock flow scripts
make -C /OpenROAD-flow-scripts/flow DESIGN_CONFIG=/design/flow/config.mk WORK_HOME=/design/flow/orfs finish
==> flow/config.mk <==
export PLATFORM = sky130hd
export DESIGN_NAME = traffic_system_top
export DESIGN_NICKNAME = traffic_system_top
export VERILOG_FILES = /design/flow/design.v
export SDC_FILE = /design/flow/constraint.sdc
export NUM_CORES = 4
export LEC_CHECK = 1
export CORE_UTILIZATION = 30
==> flow/constraint.sdc <==
current_design traffic_system_top

set clk_period 2.3
set clk_io_pct 0.2

create_clock -name clk0 -period $clk_period [get_ports {clk}]

set non_clock_inputs [all_inputs -no_clocks]
set_input_delay [expr $clk_period * $clk_io_pct] -clock clk0 $non_clock_inputs
set_output_delay [expr $clk_period * $clk_io_pct] -clock clk0 [all_outputs]
==> flow/design.v <==
module ctrl_unit (
    input clk,
    input rst_n,
    input jam_sensor_0,
    input jam_sensor_1,
    input jam_sensor_2,
    input jam_sensor_3,
    output reg allow_0, 
    output reg allow_1,
    output reg allow_2, 
    output reg allow_3, 
    input allow_0_norm,
    input allow_1_norm,
    input allow_2_norm,
    input allow_3_norm,
    input allow_0_jam,
    input allow_1_jam,
    input allow_2_jam,
    input allow_3_jam,
    output reg norm_op_en,
    output reg jam_op_en,
    output reg norm_counter_en,
    output reg jam_counter_en
);
    reg [1:0] current_state;
    reg [1:0] next_state;
    parameter IDLE = 0;
    parameter NORMAL = 1;
    parameter JAM = 2;
    wire there_is_a_jam;
    assign there_is_a_jam = jam_sensor_0 | jam_sensor_1 | jam_sensor_2 | jam_sensor_3;
    always @(posedge clk or negedge rst_n) begin
        if (!rst_n) begin
            current_state <= IDLE; 
        end
        else begin
            current_state <= next_state;
        end
    end
    always @(*) begin
        case (current_state)
            IDLE:begin
                if (there_is_a_jam) begin
                    next_state = JAM;
                end
                else begin
                    next_state = NORMAL;
                end
            end 
            NORMAL:begin
                if (there_is_a_jam) begin
                    next_state = JAM;
                end
                else begin
                    next_state = NORMAL;
                end
            end
            JAM: begin
                if (there_is_a_jam) begin
                    next_state = JAM;
                end
                else begin
                    next_state = NORMAL;
                end
            end
            default:begin
                next_state = IDLE;
            end 
        endcase
    end
    always @(*) begin
        case (current_state)
            IDLE: begin
                allow_0 = 0;
                allow_1 = 0;
                allow_2 = 0;
                allow_3 = 0;
                norm_op_en = 0;
                jam_op_en = 0;
                norm_counter_en = 0;
                jam_counter_en = 0;
            end 
            NORMAL: begin
                allow_0 = allow_0_norm;
                allow_1 = allow_1_norm;
                allow_2 = allow_2_norm;
                allow_3 = allow_3_norm;
                norm_op_en = 1;
                jam_op_en = 0;
                norm_counter_en = 1;
                jam_counter_en = 0;
            end
            JAM: begin
                allow_0 = allow_0_jam;
                allow_1 = allow_1_jam;
                allow_2 = allow_2_jam;
                allow_3 = allow_3_jam;
                norm_op_en = 0;
                jam_op_en = 1;
                norm_counter_en = 0;
                jam_counter_en = 1;
            end
            default: begin
                allow_0 = 0;
                allow_1 = 0;
                allow_2 = 0;
                allow_3 = 0;
                norm_op_en = 0;
                jam_op_en = 0;
                norm_counter_en = 0;
                jam_counter_en = 0;
            end 
        endcase
    end
endmodule
module jam_counter (
    input clk,
    input rst_n,
    input jam_counter_en,
    output reg jam_start,
    output reg jam_rotation
);
    reg [3:0] jam_counter;
    reg start;
    always @(posedge clk or negedge rst_n) begin
        if (!rst_n) begin
            start <= 0;
            jam_counter <= 0;
            jam_start <= 0;
            jam_rotation <= 0;
        end
        else if (!jam_counter_en) begin
            start <= 0;
            jam_counter <= 0;
            jam_start <= 0;
            jam_rotation <= 0;
        end
        else begin
            if (!start) begin
                jam_start <= 1;
                start <= 1;
                jam_counter <= jam_counter + 1;
            end
            else if (jam_counter == 14) begin         
                jam_rotation <=1;
                jam_counter <= 0;
            end
            else begin
                jam_counter <= jam_counter + 1;
                jam_rotation <= 0;
                jam_start <= 0;
            end
        end 
        end
endmodule
module jam_op_unit (
    input clk,
    input rst_n,
    input jam_sensor_0,
    input jam_sensor_1,
    input jam_sensor_2,
    input jam_sensor_3,
    input jam_op_en,
    input jam_rotation,
    input jam_start,
    output reg allow_0_jam,
    output reg allow_1_jam,
    output reg allow_2_jam,
    output reg allow_3_jam
);
    reg [1:0] current_road_jam ;
    always @(posedge clk or negedge rst_n) begin
        if (!rst_n) begin
            allow_0_jam = 0;
            allow_1_jam = 0;
            allow_2_jam = 0;
            allow_3_jam = 0;
            current_road_jam = 2'b00;
        end
        else if (!jam_op_en) begin
            allow_0_jam = 0;
            allow_1_jam = 0;
            allow_2_jam = 0;
            allow_3_jam = 0;
            current_road_jam = 2'b00;
        end
        else if(jam_start) begin
            if (jam_sensor_0) begin
                allow_0_jam = 1;
                allow_1_jam = 0;
                allow_2_jam = 0;
                allow_3_jam = 0;
                current_road_jam = 2'b00;
            end 
            else if (jam_sensor_1) begin
                allow_0_jam = 0;
                allow_1_jam = 1;
                allow_2_jam = 0;
                allow_3_jam = 0;
                current_road_jam = 2'b01;
            end
            else if (jam_sensor_2) begin
                allow_0_jam = 0;
                allow_1_jam = 0;
                allow_2_jam = 1;
                allow_3_jam = 0;
                current_road_jam = 2'b10;
            end
            else if (jam_sensor_3) begin
                allow_0_jam = 0;
                allow_1_jam = 0;
                allow_2_jam = 0;
                allow_3_jam = 1;
                current_road_jam = 2'b11;
            end
        end
        else if (jam_rotation) begin
            case (current_road_jam)
                0:begin
                    if (jam_sensor_1) begin
                        allow_0_jam = 0;
                        allow_1_jam = 1;
                        allow_2_jam = 0;
                        allow_3_jam = 0;
                        current_road_jam = 2'b01;
                    end
                    else if (jam_sensor_2) begin
                        allow_0_jam = 0;
                        allow_1_jam = 0;
                        allow_2_jam = 1;
                        allow_3_jam = 0;
                        current_road_jam = 2'b10;
                    end
                    else if (jam_sensor_3) begin
                        allow_0_jam = 0;
                        allow_1_jam = 0;
                        allow_2_jam = 0;
                        allow_3_jam = 1;
                        current_road_jam = 2'b11;
                    end
                    else if (jam_sensor_0) begin
                        allow_0_jam = 1;
                        allow_1_jam = 0;
                        allow_2_jam = 0;
                        allow_3_jam = 0;
                        current_road_jam = 2'b00;
                    end 
                end 
                1:begin
                    if (jam_sensor_2) begin
                        allow_0_jam = 0;
                        allow_1_jam = 0;
                        allow_2_jam = 1;
                        allow_3_jam = 0;
                        current_road_jam = 2'b10;
                    end
                    else if (jam_sensor_3) begin
                        allow_0_jam = 0;
                        allow_1_jam = 0;
                        allow_2_jam = 0;
                        allow_3_jam = 1;
                        current_road_jam = 2'b11;
                    end
                    else if (jam_sensor_0) begin
                        allow_0_jam = 1;
                        allow_1_jam = 0;
                        allow_2_jam = 0;
                        allow_3_jam = 0;
                        current_road_jam = 2'b00;
                    end
                    else if (jam_sensor_1) begin
                        allow_0_jam = 0;
                        allow_1_jam = 1;
                        allow_2_jam = 0;
                        allow_3_jam = 0;
                        current_road_jam = 2'b01;
                    end 
                end
                2:begin
                    if (jam_sensor_3) begin
                        allow_0_jam = 0;
                        allow_1_jam = 0;
                        allow_2_jam = 0;
                        allow_3_jam = 1;
                        current_road_jam = 2'b11;
                    end
                    else if (jam_sensor_0) begin
                        allow_0_jam = 1;
                        allow_1_jam = 0;
                        allow_2_jam = 0;
                        allow_3_jam = 0;
                        current_road_jam = 2'b00;
                    end
                    else if (jam_sensor_1) begin
                        allow_0_jam = 0;
                        allow_1_jam = 1;
                        allow_2_jam = 0;
                        allow_3_jam = 0;
                        current_road_jam = 2'b01;
                    end
                    else if (jam_sensor_2) begin
                        allow_0_jam = 0;
                        allow_1_jam = 0;
                        allow_2_jam = 1;
                        allow_3_jam = 0;
                        current_road_jam = 2'b10;
                    end
                end
                3:begin
                    if (jam_sensor_0) begin
                        allow_0_jam = 1;
                        allow_1_jam = 0;
                        allow_2_jam = 0;
                        allow_3_jam = 0;
                        current_road_jam = 2'b00;
                    end 
                    else if (jam_sensor_1) begin
                        allow_0_jam = 0;
                        allow_1_jam = 1;
                        allow_2_jam = 0;
                        allow_3_jam = 0;
                        current_road_jam = 2'b01;
                    end
                    else if (jam_sensor_2) begin
                        allow_0_jam = 0;
                        allow_1_jam = 0;
                        allow_2_jam = 1;
                        allow_3_jam = 0;
                        current_road_jam = 2'b10;
                    end
                    else if (jam_sensor_3) begin
                        allow_0_jam = 0;
                        allow_1_jam = 0;
                        allow_2_jam = 0;
                        allow_3_jam = 1;
                        current_road_jam = 2'b11;
                    end
                end
                default: begin
                            if (jam_sensor_0) begin
                        allow_0_jam = 1;
                        allow_1_jam = 0;
                        allow_2_jam = 0;
                        allow_3_jam = 0;
                        current_road_jam = 2'b00;
                    end 
                    else if (jam_sensor_1) begin
                        allow_0_jam = 0;
                        allow_1_jam = 1;
                        allow_2_jam = 0;
                        allow_3_jam = 0;
                        current_road_jam = 2'b01;
                    end
                    else if (jam_sensor_2) begin
                        allow_0_jam = 0;
                        allow_1_jam = 0;
                        allow_2_jam = 1;
                        allow_3_jam = 0;
                        current_road_jam = 2'b10;
                    end
                    else if (jam_sensor_3) begin
                        allow_0_jam = 0;
                        allow_1_jam = 0;
                        allow_2_jam = 0;
                        allow_3_jam = 1;
                        current_road_jam = 2'b11;
                    end
                end 
            endcase
        end
    end
endmodule
module norm_counter (
    input clk,
    input rst_n,
    input norm_counter_en,
    output reg [1:0] current_road_norm
);
    reg [4:0] norm_counter;
    always @(posedge clk or negedge rst_n) begin
        if (!rst_n) begin
            norm_counter <= 0;
            current_road_norm <= 2'b0;
        end
        else if (norm_counter_en) begin
            if (norm_counter == 29) begin            
                current_road_norm <= current_road_norm + 1;
                norm_counter <= 0;
            end
            else begin
                norm_counter <= norm_counter + 1;
            end
        end 
    end
endmodule
module norm_op_unit (
    input norm_op_en,
    input [1:0] current_road_norm,
    output reg  allow_0_norm,
    output reg  allow_1_norm,
    output reg  allow_2_norm,
    output reg  allow_3_norm
);
    always @(*) begin
        if (norm_op_en) begin
            case (current_road_norm)
                0 : begin
                    allow_0_norm = 1;
                    allow_1_norm = 0;
                    allow_2_norm = 0;
                    allow_3_norm = 0;
                end
                1 : begin
                    allow_0_norm = 0;
                    allow_1_norm = 1;
                    allow_2_norm = 0;
                    allow_3_norm = 0;
                end
                2 : begin
                    allow_0_norm = 0;
                    allow_1_norm = 0;
                    allow_2_norm = 1;
                    allow_3_norm = 0;
                end
                3 : begin
                    allow_0_norm = 0;
                    allow_1_norm = 0;
                    allow_2_norm = 0;
                    allow_3_norm = 1;
                end 
                default: begin
                    allow_0_norm = 0;
                    allow_1_norm = 0;
                    allow_2_norm = 0;
                    allow_3_norm = 0;
                end
            endcase
        end
        else begin
                allow_0_norm = 0;
                allow_1_norm = 0;
                allow_2_norm = 0;
                allow_3_norm = 0;
        end
    end
endmodule
module traffic_system_top (
    input   clk,
    input   rst_n,
    input   jam_sensor_0,
    input   jam_sensor_1,
    input   jam_sensor_2,
    input   jam_sensor_3,
    output  allow_0,
    output  allow_1,
    output  allow_2,
    output  allow_3
);
    wire allow_0_norm, allow_1_norm, allow_2_norm, allow_3_norm;
    wire allow_0_jam, allow_1_jam, allow_2_jam, allow_3_jam;
    wire norm_op_en, jam_op_en, norm_counter_en, jam_counter_en;
    wire [1:0] current_road_norm, current_road_jam;
    wire jam_start, jam_rotation;
    ctrl_unit control (
        .clk(clk),
        .rst_n(rst_n),
        .jam_sensor_0(jam_sensor_0),
        .jam_sensor_1(jam_sensor_1),
        .jam_sensor_2(jam_sensor_2),
        .jam_sensor_3(jam_sensor_3),
        .allow_0(allow_0),
        .allow_1(allow_1),
        .allow_2(allow_2),
        .allow_3(allow_3),
        .allow_0_norm(allow_0_norm),
        .allow_1_norm(allow_1_norm),
        .allow_2_norm(allow_2_norm),
        .allow_3_norm(allow_3_norm),
        .allow_0_jam(allow_0_jam),
        .allow_1_jam(allow_1_jam),
        .allow_2_jam(allow_2_jam),
        .allow_3_jam(allow_3_jam),
        .norm_op_en(norm_op_en),
        .jam_op_en(jam_op_en),
        .norm_counter_en(norm_counter_en),
        .jam_counter_en(jam_counter_en)
        );
    norm_op_unit normal_operation (
        .norm_op_en(norm_op_en),
        .current_road_norm(current_road_norm),
        .allow_0_norm(allow_0_norm),
        .allow_1_norm(allow_1_norm),
        .allow_2_norm(allow_2_norm),
        .allow_3_norm(allow_3_norm)
        );
    jam_op_unit jam_operation (
        .clk(clk),
        .rst_n(rst_n),
        .jam_sensor_0(jam_sensor_0),
        .jam_sensor_1(jam_sensor_1),
        .jam_sensor_2(jam_sensor_2),
        .jam_sensor_3(jam_sensor_3),
        .jam_op_en(jam_op_en),
        .jam_rotation(jam_rotation),
        .jam_start(jam_start),
        .allow_0_jam(allow_0_jam),
        .allow_1_jam(allow_1_jam),
        .allow_2_jam(allow_2_jam),
        .allow_3_jam(allow_3_jam)
        );
    norm_counter normal_operation_counter (
        .clk(clk),
        .rst_n(rst_n),
        .norm_counter_en(norm_counter_en),
        .current_road_norm(current_road_norm)
        );
    jam_counter jam_operation_counter (
        .clk(clk),
        .rst_n(rst_n),
        .jam_counter_en(jam_counter_en),
        .jam_start(jam_start),
        .jam_rotation(jam_rotation)
        );
endmodule
==> flow_summary.toml <==
# implementation run metrics
[placed_design]
io_buffers = 9
placed_area_mm2 = 0.001658
hpwl_mm = 2.121
gp_congestion = 0.8871

[route]
diodes = 0
firstDrtPassIters = 5
drc = 0
wl_mm = 3.020
vias = 1200
ant_nets = 0
wl_per_cell_um = 12.69
routed_via_density = 5.042
initialDrtViolationCount = 137

[final_timing]
setup_tns_ps = 0
maxSlewHeadroom_pct = 68.56
period_minus_slack_ps = 1991
rsz0062_at_grt = "no"
skew_ps = 4.933
finalHoldViolCount = 0
holdWs_ps = 459.0
period_used_pct = 86.56
clock.fmax_mhz = 502.3
maxSlewViolCount = 0
finalSetupViolations = 0
tightest_slew_ps = 470.1

[synth]
top_cell_area_share_pct = 38.27
avgSynthCellArea_um2 = 9.170
top_cell = "dfrtp_1"
top_logic_kind = "AND-OR/OR-AND gates"
top_area_cell = "dfrtp_1"
ys_sh_mux_pct = 1.414
ys_cells = 164
yosys.area_share.adder_pct = 6.656
yosysWarningCount = 5
ys_types = 50
synth-edff-count = 0
top_cells_by_count = "23 x dfrtp_1, 14 x inv_1, 13 x nor2_1"
ys.flop_type = "dfrtp_1"
synth-async-reset-ratio_pct = 100.0
synth_flops = 24
synth_cells = 164
ys_sh_aoi_pct = 23.79
synth_seq_share_pct = 40.02
top_cells_by_area = "dfrtp_1 38%, ha_1 6.7%, a21oi_1 4.0%"
ys_sh_simple_pct = 19.05
xor_share_pct = 1.747
syn-cell-area_mm2 = 0.001504
ys_chip_area_mm2 = 0.001504

[power]
leakagePower_uw = 0.0007096
intPower_uw = 1001
peakVddDrop_mv = 0.2395
p_sw_share_pct = 34.52
powerDensity_mw_per_mm2 = 892.2
clockPowerShare_pct = 18.6
power.switching_uw = 527.6
pwr-share-comb_pct = 35.5
seqPwrFrac_pct = 45.8

[worst_setup_path]
r2r_cells = 4
cp-end-kind = "output pin"
reg2reg_to = "jam_operation.allow_1_jam$_DFFE_PN0P_"
cpLargestDelayFamily = "buffers and inverters"
crit_path_start_kind = "flip-flop"
crit_buf_inv = 2
path_depth = 5
crit_type = "flip-flop to output pin"
required_ps = 1840
path_cells = "inv_1 -> ha_1 -> nand2_1 -> o21ai_0 -> clkdlybuf4s50_1"
cp_max_fo = 4
arrival_ps = 1530
max_stage_delay_ps = 470
cpMaxStageDelayCell = "clkdlybuf4s50_1"
reg2reg_from = "jam_operation.current_road_jam[1]$_DFF_PN0_"
rrSetupSlack_ps = 730

[floorplanning]
die_x_um = 72.81
dieArea_mm2 = 0.005301
fp.dieH_um = 72.81
ioPinCount = 10
fp_util_pct = 31.42
core_area_mm2 = 0.004786
rows = 25

[finish]
areaGrowthSynthToFinish_pct = 13.89
final_area_mm2 = 0.001713
ff_latch_area_um2 = 601.8
utilization_pct = 35.79
layout-drive-gt1-share_pct = 10.53
combGateArea_um2 = 792.0
num-fill-cells = 485

[grt]
overflow = 0
grt_usage_pct = 12.34
antenna_found_initial = 0
grt_max_degree = 25
grt_pass1_vias = 1046
grt_pass1_wl_mm = 5.002

[cts]
cts_max_path_buffers = 2
cts.repair.resized = 0
cts-root-buf = "clkbuf_8"
clkSlewWorstSetupHoldPaths_ps = 80
cts_setup_buffers = 0
clock-sinks = 24
hold_buffers = 0
htreeDepth = 1
cts_tree = "done"
cts_buffers = 3
clock_latency_ps = 270

[flow_run]
maxCapViolations = 0
warning_count = 30

[hold_path]
hp-start = "jam_operation_counter.start$_DFF_PN0_"
whs_path_depth = 1
min_to = "jam_operation_counter.jam_start$_DFFE_PN0P_"
hp-class = "flip-flop to flip-flop"

[outcome]
status = "finished clean"
routing by layer:
metal  global-route usage [%]  routed length [um]
met1                    19.94                1446
met2                    17.55                1362
met3                    2.241                 189
met4                    2.614                  21
met5                        0                   0
registers in the layout, indices dropped and copies added, names as in the netlist:
| signal | cells |
|---|---|
| jam_operation.allow_0_jam | 1 |
| jam_operation_counter.jam_start | 1 |
| jam_operation.allow_2_jam | 1 |
| jam_operation.current_road_jam | 4 |
| jam_operation_counter.start | 1 |
| jam_operation_counter.jam_counter | 4 |
| jam_operation.allow_1_jam | 1 |
| normal_operation_counter.current_road_norm | 2 |
| jam_operation.allow_3_jam | 1 |
| control.current_state | 2 |
| jam_operation_counter.jam_rotation | 1 |
| normal_operation_counter.norm_counter | 5 |
power groups by stage:
stage | clock network, uW | logic [uW] | registers [uW]
after CTS | 294 | 543 | 700
after global routing | 308 | 609 | 722
final | 285 | 543 | 700
layout by cell type (no fill, tap or decap), drive strengths merged, types with 2 or more instances in the layout:
cell,count
nand4,2
a22o,2
a32o,2
ha,8
dfrtp,23
o21bai,2
a21oi,12
nand3,2
clkbuf,4
nor3b,2
clkdlybuf4s50,9
nor3,3
o211ai,2
nor2,13
nand2b,5
o22ai,5
or3,2
a31o,2
nor4,3
inv,14
nor2b,3
o31ai,2
a22oi,2
o21ai,11
xnor2,2
nand2,10
buf,5
cells by family after synthesis:
logic type	count (synthesis)
compound gates	51
xor+xnor	3
fa+ha+maj	8
buf+inv	25
flops	24
mux	2
simple gates	51
per-stage QoR:
stage | instances | power (uW) | worst slack (ps)
after floorplan | 164 | 1081 | 823.2
final | 238 | 1528 | 309.1
after CTS | 238 | 1538 | 291.7
after global placement | 234 | 1253 | 130.2
after detailed placement | 234 | 1248 | 197.4
after global routing | 238 | 1639 | 184.0
how the worst max path moves through the flow:
stage / slack, ps / endpoint / start
5_1_grt: 180 / allow_0 / normal_operation_counter.current_road_norm[0]$_DFFE_PN0P_
4_1_cts: 290 / allow_2 / normal_operation_counter.current_road_norm[0]$_DFFE_PN0P_
6_report: 310 / allow_0 / normal_operation_counter.current_road_norm[0]$_DFFE_PN0P_
area by class of cell:
class	instances	share of cell area [%]
well taps	67	4.894
flip-flops and latches	24	35.14
multi-input cells	115	46.24
clock buffers	4	3.214
inverters	14	3.068
repair buffers	14	7.451
Power is estimated from default activity; no workload was simulated.
